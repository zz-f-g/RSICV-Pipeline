==> design.v <==
`timescale 1ns / 1ps
module MemCopy (
    input clk,
    input rst,
    input [31:0] ROM_Data,
    output reg available,
    output reg [31:0] ROM_Addr,
    output reg [31:0] RAM_Addr,
    output [31:0] RAM_Data,
    output reg MemRW
);
  initial begin
    available = 1'b0;
    ROM_Addr = 32'h00000000 - 4;
    RAM_Addr = 32'h00010054 - 4;
    MemRW = 1'b1;
  end
  assign RAM_Data = ROM_Data;
  always @(posedge clk, posedge rst) begin
    if (rst == 1'b0) begin
      if ($signed(ROM_Addr) >= $signed(32'h00000200)) begin
        available <= 1'b1;
        MemRW <= 1'b0;
      end else begin
        ROM_Addr <= ROM_Addr + 4;
        RAM_Addr <= RAM_Addr + 4;
      end
    end else begin
      available = 1'b0;
      ROM_Addr = 32'h00000000 - 4;
      RAM_Addr = 32'h00010054 - 4;
      MemRW = 1'b1;
    end
  end
endmodule
==> run.sh <==
#!/bin/bash
# OpenROAD 26Q1-2900-gdf79404cd8, Yosys 0.63+post, stock flow scripts
make -C /OpenROAD-flow-scripts/flow DESIGN_CONFIG=/design/flow/config.mk WORK_HOME=/design/flow/orfs finish
==> config.mk <==
export PLATFORM = sky130hd
export DESIGN_NAME = MemCopy
export DESIGN_NICKNAME = MemCopy
export VERILOG_FILES = /design/flow/design.v
export SDC_FILE = /design/flow/constraint.sdc
export NUM_CORES = 4
export LEC_CHECK = 1
export CORE_UTILIZATION = 30
==> constraint.sdc <==
current_design MemCopy

set clk_period 5.0
set clk_io_pct 0.2

create_clock -name clk0 -period $clk_period [get_ports {clk}]

set non_clock_inputs [all_inputs -no_clocks]
set_input_delay [expr $clk_period * $clk_io_pct] -clock clk0 $non_clock_inputs
set_output_delay [expr $clk_period * $clk_io_pct] -clock clk0 [all_outputs]
==> summary.txt <==
Run status: finished, final reports clean
DR iter-0 viols: 70
Max FO, Critical Path: 11
Cycle use final: 49.3%
Share of cells above drive strength 1: 17.5%
Clk latency late pin: 340 ps
WHS: 469 ps
Fin util: 37.7%
Max stage delay on crit path: 640 ps
Core area: 10300 µm²
Max clock buf depth: 2
Met2 wire len: 2940 µm
Final min period: 2460 ps
Post-CTS setup-driven buffer insertion count: 0
Metal-1 WL: 3020 µm
Synth Instances: 291
Worst hold path type: reg2reg
Hold EP: RAM_Addr[31]$_DFFE_PP0N_
Crit path capture type: primary output
Tool warnings: 27
Worst path bufs/invs: 1
FF-to-FF End: ROM_Addr[25]$_DFFE_PP1N_
Slew headroom: 42.3%
Vias in the first global route: 2056
Clock root buffer master: clkbuf_8
Max-slew violations: 0
Fillers: 972
R2R cell count: 5
Die area: 11000 µm²
Hold wc startpoint: RAM_Addr[31]$_DFFE_PP0N_
Final Skew: 9.25 ps
Buffers on Ports: 63
Largest net degree at the start of global routing: 63
Core Rows: 37
Register area: 1590 µm²
Die W: 105 µm
CP Launch Type: register
Post_cts resized: 0
Endpoints failing hold: 0
Reg-to-reg slack, setup: 2690 ps
Antenna violations before repair: 0
Synth Register Bits: 62
# diodes: 0
Commonest Layout Cell: clkdlybuf4s50_1
Setup TNS: 0 ps
DRT antenna net count: 0
Total GRT Usage: 12.6%
Synth warn: 1
Maximum vdd drop: 0.148 mV
Fp_density: 30.9%
Die Y: 105 µm
RSZ-0062 raised after global routing: no
DRT Pass-1 Iters: 4
GP Congestion: 0.776
Final instance area: 3900 µm²
I/O pins: 132
Top routing layer in use: met4
Placed standard-cell area: 3680 µm²
Reg clk slew, reported paths: 80 ps
Final tally of setup violations: 0
Critical R2R Launch: ROM_Addr[23]$_DFFE_PP1N_
Delay-heaviest family, CP: flip-flops
DP Wirelength: 4410 µm
First-pass GRT wire length: 10800 µm
Area delta synth->final: 22.2%
TritonCTS clock tree: done
Pre-CTS WS: 2690 ps
CP Data Arrival Time: 1460 ps
Slowest cell on crit path: dfstp_2
Fmax: 0.406 GHz
Met3 wire len: 458 µm
Max H-tree Level: 3
Worst-path cell chain: clkdlybuf4s50_1
Logic area: 1260 µm²
Hold buffers post-CTS: 0
Max-cap violations: 0
Post-Syn Area: 3190 µm²
Critical path class: reg2out
Worst Max-Slew Pin Slew: 863 ps
Vias per std cell: 4.63
Syn Area/Cell: 11.0 µm²
Vias post-DR: 2160
DRT Wirelength: 6510 µm
Top Layout Cells: clkdlybuf4s50_1 (63), xnor2_1 (48), dfstp_2 (34)
Yosys Chip Area: 3190 µm²
Hold Path Cell Cnt: 1
Cts bufs inserted: 9
Seq/Total Area, Yosys: 50.0%
Sink Count: 62
Gr ovfl total: 0
Leak Pwr: 1.50 nW
Wire per inst: 13.9 µm
PD cells: 254 nW/µm²
Synth cell types: 33
Worst setup margin: 2540 ps
Yosys cell count: 291
DRC errors left: 0
Worst path required time: 4000 ps
Yosys cell counts:
master	number	area, µm²
nand4_1	23	144
nor4_1	5	31.3
dfstp_2	34	893
buf_4	37	278
nor2_1	6	22.5
a21boi_0	1	7.51
buf_6	3	33.8
and4_1	5	43.8
o21ai_0	1	5.00
nand2_1	17	63.8
xnor2_1	48	420
dfrtp_1	28	701
or3_1	1	6.26
conb_1	1	3.75
nor3_4	1	16.3
o21ai_2	1	8.76
and2_1	5	31.3
nor3_1	7	35.0
o21bai_4	1	18.8
nor3b_2	2	25.0
and3_1	10	62.6
nand2b_1	1	6.26
ha_1	3	37.5
nor3b_1	1	7.51
xor2_1	9	78.8
nand3b_1	1	7.51
nand3_1	27	135
nor2b_1	1	6.26
inv_1	6	22.5
mux2_2	1	11.3
nor3_2	1	10.0
clkbuf_1	1	3.75
buf_2	2	10.0
through the flow:
step / cells / power, mW
finish: 467 / 0.991
CTS: 467 / 1.01
detailed placement: 451 / 0.523
global placement: 451 / 0.523
global route: 467 / 1.03
floorplan: 294 / 0.536
report_power, final:
part           internal, mW  total (mW)  switching (mW)
Combinational       0.00126      0.0110         0.00972
Clock                 0.280       0.477           0.197
Sequential            0.503       0.503               0
Total                 0.784       0.991           0.207
cells by family after synthesis:
family          after synthesis  synth area share (%)
simple gates                114                  20.5
flops                        62                  50.0
xor+xnor                     57                  15.7
buf+inv                      49                  10.9
compound gates                4                  1.26
fa+ha+maj                     3                  1.18
other cells                   1                 0.118
mux                           1                 0.353
registers in the layout, indices dropped and copies added (netlist names):
register / flops
ROM_Addr: 30
available: 1
RAM_Addr: 30
MemRW: 1
metal layers:
metal	track usage, %	vias to the layer above
met5	0	-
met4	1.91	0
met3	3.94	16
met2	18.7	69
met1	19.1	1041
li1	-	1034
worst max-delay path by stage:
stage,from,slack [ps],endpoint,cells after the start
after CTS,ROM_Addr[31]$_DFFE_PP1N_,2500,ROM_Addr[31],1
after global routing,ROM_Addr[31]$_DFFE_PP1N_,2460,ROM_Addr[31],1
final,ROM_Addr[31]$_DFFE_PP1N_,2540,ROM_Addr[31],1
area by class of cell:
cell class	count	share of cell area (%)
clock inverter	6	2.22
inverter	6	0.578
multi-input combinational	183	32.3
timing repair buffer	64	16.4
tap	136	4.37
sequential	62	40.9
clock buffer	10	3.28
Power figures rest on the tool's default switching activity, not on a simulated workload.
